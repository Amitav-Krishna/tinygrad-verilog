$ cat flow/run.sh
#!/bin/bash
# OpenROAD 26Q1-2900-gdf79404cd8, Yosys 0.63+post, stock flow scripts
make -C /OpenROAD-flow-scripts/flow DESIGN_CONFIG=/design/flow/config.mk WORK_HOME=/design/flow/orfs finish
$ cat flow/config.mk
export PLATFORM = sky130hd
export DESIGN_NAME = relu
export DESIGN_NICKNAME = relu
export VERILOG_FILES = /design/flow/design.v
export SDC_FILE = /design/flow/constraint.sdc
export NUM_CORES = 4
export LEC_CHECK = 1
export CORE_AREA = 10 10 70 70
export DIE_AREA = 0 0 80 80
$ cat flow/constraint.sdc
current_design relu

set clk_period 1.0
set clk_io_pct 0.2

create_clock -name clk0 -period $clk_period

set non_clock_inputs [all_inputs -no_clocks]
set_input_delay [expr $clk_period * $clk_io_pct] -clock clk0 $non_clock_inputs
set_output_delay [expr $clk_period * $clk_io_pct] -clock clk0 [all_outputs]
$ cat flow/design.v
module relu (
  input  signed [15:0] y,
  output signed [15:0] activation
);
  assign activation = y[15] ? 16'b0 : y;
endmodule
==> tab_implementation.tex <==
% Synthesis and place-and-route results
\begin{tabular}{lr}
\hline
Metric & Value \\
\hline
\multicolumn{2}{l}{\textbf{Power}} \\
\quad Cell-internal power & 0.0000996 W \\
\quad Switching power total & 0.0000435 W \\
\quad Part of the total power dissipated in combinational logic & 1.000 \\
\quad Clk network pwr share & 0 \\
\quad Register share of total power & 0 \\
\quad Pwr Density & 302 nW/µm² \\
\quad Leak pwr & 0.255 nW \\
\quad Proportion of total power due to net switching & 0.304 \\
\quad Total power draw & 0.000143 W \\
\quad Max IR drop VDD & 0.0701 mV \\
\multicolumn{2}{l}{\textbf{Finish}} \\
\quad Post-route design area & 474 µm² \\
\quad Share of cells above drive strength 1 & 0.542 \\
\quad Sequential cell count of the final layout & 0 \\
\quad Clock Buffer Count & 0 \\
\quad Register Area & 0 µm² \\
\quad Utilization after layout & 0.139 \\
\quad Area Growth Syn to Fin & 230\% \\
\quad Number of filler instances in the final layout & 402 \\
\quad Non-filler cells in the finished layout & 94 \\
\multicolumn{2}{l}{\textbf{Synthesis}} \\
\quad Area fraction in full adders, half adders and majority gates & 0 \\
\quad Area fraction in xor and xnor cells & 0 \\
\quad Area reported by Yosys stat & 144 µm² \\
\quad Top cell area share & 0.426 \\
\quad Logic family by area & simple AND/OR/NAND/NOR gates \\
\quad Synthesized area divided by synthesized cell count & 7.99 µm² \\
\quad Cell count listed in synth\_stat.txt & 18 \\
\quad Multiplexer area fraction after synthesis & 0 \\
\quad Synth cell types & 7 \\
\quad Post-synthesis instance area & 144 µm² \\
\quad Basic Gates by Area & 0.843 \\
\quad Share of synthesized area occupied by flip-flops and latches & 0 \\
\quad Largest cells by area & sky130\_fd\_sc\_hd\_\_nor2b\_2 (43\%), sky130\_fd\_sc\_hd\_\_and2b\_2 (18\%), sky130\_fd\_sc\_hd\_\_nor2b\_1 (13\%), sky130\_fd\_sc\_hd\_\_and2b\_1 (10\%), sky130\_fd\_sc\_hd\_\_buf\_6 (7.8\%) \\
\quad Synthesized instance count & 18 \\
\quad Area leader, netlist & sky130\_fd\_sc\_hd\_\_nor2b\_2 \\
\quad Post-synthesis compound-gate area fraction & 0 \\
\quad Total of warnings raised by yosys & 0 \\
\multicolumn{2}{l}{\textbf{Global routing}} \\
\quad Number of antenna violations at the first check in global routing & 0 \\
\quad GR met2 Demand/Resource & 0.0594 \\
\quad M3 GR Usage & 0.0136 \\
\quad Maximum number of pins on one net before global-route repair & 9 \\
\quad Global routing usage on met1 & 0.0435 \\
\quad Number of global-route vias before repair & 248 \\
\quad Tot GR Track Use & 0.0351 \\
\quad Gr ovfl total & 0 \\
\quad Most utilized layer in the global route result & met2 \\
\quad First-pass GRT wire length & 1650 µm \\
\multicolumn{2}{l}{\textbf{Route}} \\
\quad Number of design-rule violations left by the first detailed-router iteration & 5 \\
\quad Detailed-route wire length per cell & 13.0 µm \\
\quad Number of antenna cells inserted & 0 \\
\quad Iteration count of the initial detailed-routing pass & 2 \\
\quad Number of vias after detailed routing & 228 \\
\quad Wirelength, routed & 1230 µm \\
\quad DR DRC count & 0 \\
\quad Post-detailed-route count of antenna-violating nets & 0 \\
\quad Drt via density & 2.43 \\
\multicolumn{2}{l}{\textbf{Setup path}} \\
\quad CP cell instances & dlygate4sd2\_1 > and2b\_2 > clkdlybuf4s15\_1 \\
\quad Critical-path cell with the highest stage delay & sky130\_fd\_sc\_hd\_\_dlygate4sd2\_1 \\
\quad Sort of element at the start of the critical path & primary input \\
\quad Buffering stage count on the worst path with inverters included & 2 \\
\quad Worst-path maximum fanout & 1 \\
\quad Worst stage delay on the critical path & 220 ps \\
\quad Critical Path AT & 770 ps \\
\quad Kind of capture point of the worst setup path & primary output \\
\quad Required time of the worst setup path & 800 ps \\
\quad Critical path type & primary input to primary output \\
\quad Top Family by Delay on Critical Path & buffers and inverters \\
\multicolumn{2}{l}{\textbf{Placed design}} \\
\quad Detailed placer's ending HPWL & 1090 µm \\
\quad Post-Place Setup Slack & -704 ps \\
\quad Buffers on Ports & 31 \\
\quad RD Place Congestion & 0.731 \\
\quad \# placed instances & 94 \\
\quad Placement-stage cell area & 513 µm² \\
\multicolumn{2}{l}{\textbf{Outcome}} \\
\quad Result of the run & finished, final reports clean \\
\multicolumn{2}{l}{\textbf{Floorplanning}} \\
\quad Chip Footprint & 6400 µm² \\
\quad Area inside the core boundary & 3420 µm² \\
\quad Floorplan die width & 80 µm \\
\quad Die height & 80 µm \\
\quad Starting Density & 0.0421 \\
\quad Io pins & 32 \\
\quad FP Rows & 21 \\
\multicolumn{2}{l}{\textbf{Final timing}} \\
\quad Peak Freq & 1030 MHz \\
\quad Max-slew violation total from the final report & 0 \\
\quad Share of the clock period used by the worst path & 0.969 \\
\quad Shortest clock period the worst path allows after layout & 969 ps \\
\quad Final setup violation count & 0 \\
\quad RSZ-0062 raised after global routing & no \\
\quad Final hold violation count & 0 \\
\quad PnR worst setup slack & 30.8 ps \\
\multicolumn{2}{l}{\textbf{Flow run}} \\
\quad OpenROAD warning count & 32 \\
\quad Maxcap violations & 0 \\
\multicolumn{2}{l}{\textbf{Worst hold path}} \\
\quad Class of the tightest hold or removal check & primary input to primary output \\
\multicolumn{2}{l}{\textbf{Clock network}} \\
\quad Post-cts hold buffer count & 0 \\
\hline
\end{tabular}
power groups by stage:
stage	clock network [W]	logic [W]	registers [W]
6_report	0	0.000143	0
4_1_cts	0	0.000157	0
5_1_grt	0	0.000155	0
cells by family after synthesis:
group	count (synthesis)
simple gates	15
buf+inv	2
other cells	1
worst paths after layout:
path / start / end / slack [ps] / cells after the start
max: y[2] / activation[2] / 30 / 3
min: y[15] / activation[4] / 690 / 3
cell usage after synthesis:
| master | instances |
|---|---|
| sky130_fd_sc_hd__buf_4 | 1 |
| sky130_fd_sc_hd__and2b_2 | 3 |
| sky130_fd_sc_hd__nor2b_1 | 3 |
| sky130_fd_sc_hd__and2b_1 | 2 |
| sky130_fd_sc_hd__buf_6 | 1 |
| sky130_fd_sc_hd__nor2b_2 | 7 |
| sky130_fd_sc_hd__conb_1 | 1 |
cells in the final DEF (no fill, tap or decap), drive strengths merged:
| master | Yosys | layout |
|---|---|---|
| nor2b | 10 | 10 |
| conb | 1 | 1 |
| buf | 2 | 15 |
| clkdlybuf4s15 | 0 | 2 |
| and2b | 5 | 5 |
| dlygate4sd2 | 0 | 15 |
per-layer routing:
metal	wire, µm	part of all wire	vias up
met4	0	0	0
met1	495	0.40	99
met3	143	0.12	0
met2	585	0.48	17
li1	-	-	112
met5	0	0	-
tightest hold or removal path, stage by stage:
cell                      delay, ps
sky130_fd_sc_hd__buf_6          130
sky130_fd_sc_hd__nor2b_4         40
sky130_fd_sc_hd__buf_2          110
cell type report:
cell class | instances | area (µm²) | share of cell area
timing repair buffer | 32 | 256 | 0.541
multi-input combinational | 16 | 160 | 0.338
tap | 46 | 57.6 | 0.121
what timing repair did:
action | CTS | global route
buffers inserted | 0 | 0
gates cloned | 1 | 0
gates resized | 79 | 0
setup endpoints to repair | 15 | 1
per-stage QoR:
step / setup TNS (ps) / hold slack (ps)
after floorplan: 0 / 463
after global placement: -9570 / 1350
after detailed placement: -9630 / 1360
after CTS: 0 / 770
after global routing: 0 / 712
final: 0 / 687
Power and IR drop assume default switching activity.
