--- flow/config.mk ---
export PLATFORM = sky130hd
export DESIGN_NAME = fixed_mul
export DESIGN_NICKNAME = fixed_mul
export VERILOG_FILES = /design/flow/design.v
export SDC_FILE = /design/flow/constraint.sdc
export NUM_CORES = 4
export LEC_CHECK = 1
export CORE_UTILIZATION = 40
--- flow/constraint.sdc ---
current_design fixed_mul

set clk_period 17.5
set clk_io_pct 0.2

create_clock -name clk0 -period $clk_period

set non_clock_inputs [all_inputs -no_clocks]
set_input_delay [expr $clk_period * $clk_io_pct] -clock clk0 $non_clock_inputs
set_output_delay [expr $clk_period * $clk_io_pct] -clock clk0 [all_outputs]
--- flow/design.v ---
module fixed_mul (
    input  signed [15:0] a,      
    input  signed [15:0] b,      
    output signed [15:0] result  
);
    wire signed [31:0] full_product;
    assign full_product = a * b;
    assign result = full_product[23:8];
endmodule
--- flow/run.sh ---
#!/bin/bash
# OpenROAD 26Q1-2900-gdf79404cd8, Yosys 0.63+post, stock flow scripts
make -C /OpenROAD-flow-scripts/flow DESIGN_CONFIG=/design/flow/config.mk WORK_HOME=/design/flow/orfs finish
==> results.ini <==
[floorplan]
rows = 49
dieHeight_um = 139
ioPinCount = 48
core-area_sq_um = 18200
fp.dieW_um = 139
chip_area_sq_um = 19400
fp-utilization_pct = 41.3

[logic_synthesis]
post-synth-top-area-cell = fa_1
yosysUniqueCellTypes = 43
ys_sh_simple_pct = 16.6
synthesis.area_sq_um = 7520
ys_area_sq_um = 7520
mux_area_share_pct = 0.133
aoi_share_pct = 4.61
yosys_warnings = 0
top_cell_area_share_pct = 49.5
adder_share_pct = 61.1
netlist_instances = 861
ys_cells = 861
logic_family = adder cells
xor_share_pct = 4.02
top_cells_by_area = fa_1, inv_1, ha_1
seq_area_frac_synth_pct = 0
postSynthAreaPerCell_sq_um = 8.74

[cells_and_area]
lay_top_cells = inv_1, fa_1, nand2_1
layout_top_cell = inv_1
post-route-util_pct = 44.8
flop_area_sq_um = 0
layout-drive-gt1-share_pct = 0.687
nClkBuffers = 0
area_growth_pct = 8.45
final_cells = 1102
flops = 0

[timing]
slew_violations = 0
min_period_over_period_pct = 77.6
hold_viol_final = 0
tns_ns = 0
grt_setup_unrepaired = no
fmax_mhz = 73.6
finalSetupViolCount = 0
period_minus_slack_ns = 13.58
tightest_slew_ns = 0.800
slew-limit-headroom_pct = 46.5

[cts]
ctsResizeCount = 0
ctsHoldBuffers = 0
post_cts_buffers = 0

[hold_path]
min_path_type = input pin to output pin
min_from = a[0]

[global_route]
grt_usage_pct = 20.1
grt_max_degree = 18
met3_usage_pct = 5.14
grt_antenna_before_repair = 0
grt_pass1_wl_um = 28500
grt.busiest_layer = met2
overflow = 0
use_met2_pct = 32.8
first_global_vias = 5497
grt_util_met1_pct = 29.5

[critical_path]
end_kind = output pin
worstPathCellList = clkdlybuf4s50_1 > and2_1 > fa_1 > inv_1 > fa_1 > fa_1 > inv_1 > fa_1 > fa_1 > inv_1 > fa_1 > inv_1 > ha_1 > nand4_1 > nor2_1 > o2111ai_1 > a21boi_1 > nor2_1 > o311ai_1 > clkdlybuf4s50_1
path_common_cell = fa_1
cpPeakStageDelay_ns = 0.82
path_class = input pin to output pin
critPathSlowestCell = clkdlybuf4s50_1
start_kind = input pin
crit_fanout = 14
cp.arrival_ns = 10.08
worstSetupStartpoint = a[10]
cp.required_ns = 14.00

[route]
vias_per_cell = 4.85
routed_wl_um = 17000
wl_per_cell_um = 15.4
antenna_left = 0
antenna_cells = 0
drc_errors = 0
dr.first_iter.drc_count = 176
vias = 5349
first_pass_iters = 18

[place]
dp.final_hpwl_um = 14100
gp_congestion = 0.882
dp.cells = 1102
portBuffers = 48

[flow_run]
tool_warnings = 32
max_cap_violations = 0

[status]
outcome = finished, final reports clean

==> critical path, delay by kind of cell <==
kind | cells | cell delay, ns
compound gates | 3 | 0.91
simple gates | 4 | 0.85
fa+ha+maj | 7 | 3.31
buf+inv | 6 | 1.52
==> per-layer routing <==
| layer | part of all wire, % | routed length [um] | vias to the layer above |
|---|---|---|---|
| li1 | - | - | 2508 |
| met1 | 43 | 7250 | 2688 |
| met2 | 50 | 8520 | 143 |
| met3 | 6.4 | 1090 | 10 |
| met4 | 0.81 | 138 | 0 |
| met5 | 0 | 0 | - |
==> per-stage QoR <==
step                      instance area (sq um)  worst slack, ns  hold slack, ns
after floorplan                            7520             5.33            7.24
after global placement                     8160             3.93            8.37
after detailed placement                   8160             3.91            8.36
after CTS                                  8160             3.88            8.37
after global routing                       8160             3.43            8.45
final                                      8160             3.92            8.35
==> worst paths after layout <==
path / end / slack (ns) / cells past startpoint
hold / removal: result[0] / 8.35 / 7
setup / recovery: result[11] / 3.92 / 20
==> area by class of cell <==
cell class	count	area [sq um]
Timing Repair Buffer	49	488
Tap cell	229	287
Inverter	234	878
Multi-Input combinational cell	590	6510
Fill cell	1793	10000
==> cell usage after synthesis (all sizes together), types with 2 or more instances <==
library cell / number
and3: 2
xor2: 6
fa: 186
nand2b: 4
a21o: 5
nor2: 15
a221oi: 2
a31oi: 2
o311ai: 2
o21a: 4
nand3: 2
a21oi: 10
a2111oi: 2
xnor2: 26
inv: 234
and2: 97
nand4: 3
nor3: 2
o21ai: 3
nand2: 126
ha: 70
o21bai: 3
clkbuf: 37
o2111ai: 3
==> kinds of logic after synthesis <==
family,Yosys count
compound gates,44
fa+ha+maj,256
simple gates,256
xor+xnor,33
buf+inv,271
mux,1
